### flow/run.sh
#!/bin/bash
# OpenROAD 26Q1-2900-gdf79404cd8, Yosys 0.63+post, stock flow scripts
make -C /OpenROAD-flow-scripts/flow DESIGN_CONFIG=/design/flow/config.mk WORK_HOME=/design/flow/orfs finish
### flow/design.v
`timescale 1ns / 1ps
module Sync_FIFO( clk, rst, buf_in, buf_out, wr_en, rd_en, buf_empty, buf_full, fifo_counter );
input                 rst, clk, wr_en, rd_en;   
input [7:0]           buf_in;                   
output[7:0]           buf_out;                  
output                buf_empty, buf_full;      
output[3 :0] fifo_counter;             
reg[7:0]              buf_out;
reg                   buf_empty, buf_full;
reg[3 :0]    fifo_counter;
reg[3 -1:0]  rd_ptr, wr_ptr;            
reg[7:0]              buf_mem[( 1<<3 ) -1 : 0];  
always @(fifo_counter)
begin
   buf_empty = (fifo_counter==0);    
   buf_full = (fifo_counter== ( 1<<3 ));   
end
always @(posedge clk or posedge rst)
begin
   if( rst )
       fifo_counter <= 0;		 
   else if( (!buf_full && wr_en) && ( !buf_empty && rd_en ) )   
       fifo_counter <= fifo_counter;			 
   else if( !buf_full && wr_en )			 
       fifo_counter <= fifo_counter + 1;
   else if( !buf_empty && rd_en )		 
       fifo_counter <= fifo_counter - 1;
   else
      fifo_counter <= fifo_counter;			 
end
always @( posedge clk or posedge rst)
begin
   if( rst )
      buf_out <= 0;		 
   else
   begin
      if( rd_en && !buf_empty )
         buf_out <= buf_mem[rd_ptr];	 
      else
         buf_out <= buf_out;		
   end
end
always @(posedge clk)
begin
   if( wr_en && !buf_full )
      buf_mem[ wr_ptr ] <= buf_in;		 
   else
      buf_mem[ wr_ptr ] <= buf_mem[ wr_ptr ];
end
always@(posedge clk or posedge rst)
begin
   if( rst )
   begin
      wr_ptr <= 0;		 
      rd_ptr <= 0;		 
   end
   else
   begin
      if( !buf_full && wr_en )    
			wr_ptr <= wr_ptr + 1;		 
      else  
			wr_ptr <= wr_ptr;
      if( !buf_empty && rd_en )   
			rd_ptr <= rd_ptr + 1;		 
      else 
			rd_ptr <= rd_ptr;
   end
end
endmodule
### flow/config.mk
export PLATFORM = sky130hd
export DESIGN_NAME = Sync_FIFO
export DESIGN_NICKNAME = Sync_FIFO
export VERILOG_FILES = /design/flow/design.v
export SDC_FILE = /design/flow/constraint.sdc
export NUM_CORES = 4
export LEC_CHECK = 1
export CORE_UTILIZATION = 30
### flow/constraint.sdc
current_design Sync_FIFO

set clk_period 2.6
set clk_io_pct 0.2

create_clock -name clk0 -period $clk_period [get_ports {clk}]

set non_clock_inputs [all_inputs -no_clocks]
set_input_delay [expr $clk_period * $clk_io_pct] -clock clk0 $non_clock_inputs
set_output_delay [expr $clk_period * $clk_io_pct] -clock clk0 [all_outputs]
==> flow.log <==
[report] implementation figures
[metrics] met2 WL: 2820 µm
[metrics] largest driver fanout on the critical path: 9
[metrics] register share of total power: 0.427
[metrics] core region area: 10,800 µm²
[metrics] floorplan core density: 0.307
[metrics] worst-path cell chain: or4b_4 > and2_1 > inv_2 > ha_1 > a21o_1 > a21oi_1 > mux2i_1 > xnor2_1
[metrics] skew final: 0.00585 ns
[metrics] Synth Area per Inst: 16.0 µm²
[metrics] Max Clk Rate: 0.413 GHz
[metrics] Global Route Usage Sum: 0.124
[metrics] Flops after synth: 82
[metrics] setup repair after global routing missed its margin: false
[metrics] Clock transition at path regs: 0.08 ns
[metrics] critical-path cell with the highest stage delay: or4b_4
[metrics] CTS tree: done
[metrics] Detail Placement HPWL: 3800 µm
[metrics] Worst Hold Endpoint: buf_out[1]$_DFFE_PP0P_
[metrics] number of clock buffers inserted by TritonCTS: 9
[metrics] Hold Path Cell Cnt: 2
[metrics] Final min period: 2.42 ns
[metrics] die area: 11,500 µm²
[metrics] startpoint type of the worst setup path: flop
[metrics] initial detailed-routing violation count: 57
[metrics] antenna diode count: 0
[metrics] Die Y: 107 µm
[metrics] Max Root-Sink Buffers: 2
[metrics] Slew HR: 0.469
[metrics] synthesis-to-layout area growth: 22.3%
[metrics] capturing point of the worst reg2reg path: fifo_counter[3]$_DFFE_PP0P_
[metrics] distinct cell type count of the synthesized netlist: 30
[metrics] transition time at the pin with the least slew margin: 0.794 ns
[metrics] routed metal-1 wire length: 2720 µm
[metrics] count of warnings emitted by yosys: 1
[metrics] total wirelength of the detailed-routed design: 6250 µm
[metrics] Worst EP arrival: 2.69 ns
[metrics] routed vias: 1,847
[metrics] number of logged tool warnings: 25
[metrics] combined area of all synthesized cells: 3320 µm²
[metrics] proportion of power drawn by combinational gates: 0.327
[metrics] worst reg2reg path startpoint: fifo_counter[2]$_DFFE_PP0P_
[metrics] clock latency reported for the late side of the worst-skew pair: 0.34 ns
[metrics] # placed instances: 377
[metrics] post-synthesis async set-or-reset flop share: 0.220
[metrics] Post-Synthesis Cells: 207
[metrics] drt first pass iters: 4
[metrics] result of the run: completed
[metrics] Worst Reg2Reg Path Length in Cells: 8
[metrics] vias in the first global route: 1,937
[metrics] power per cell area: 1090 nW/µm²
[metrics] post-CTS setup buffer count: 0
[metrics] total cells reported by yosys after synthesis: 207
[metrics] R2R Setup Slk: 0.18 ns
[metrics] Leakage Power: 1.47 nW
[metrics] count of antenna-violating nets left after detailed routing: 0
[metrics] highest routed metal layer: met4
[metrics] Final setup violation count: 0
[metrics] antenna violations before repair: 0
[metrics] met3 wire len: 613 µm
[metrics] maximum level of the CTS H-tree: 3
[metrics] die x size: 107 µm
[metrics] CTS-repair resized insts: 0
[metrics] data required time at the worst endpoint: 2.87 ns
[metrics] wire length per cell after detailed routing: 15.9 µm
[metrics] most common cell after layout, fill and taps aside: edfxtp_1
[metrics] critical path class: flop to flop
[metrics] switching portion of total power: 0.294
[metrics] standard-cell row count: 38
[metrics] most used flip-flop cell after synthesis: edfxtp_1
[metrics] count of buffer and inverter cells on the critical path: 1
[metrics] net switching power: 0.00130 W
[metrics] internal power: 0.00311 W
[metrics] remaining design rule violation count: 0
[metrics] fraction of final layout cells sized beyond drive strength 1: 0.202
[metrics] clock root buffer master: clkbuf_8
[metrics] class of the worst hold path: flop to flop
[metrics] Clock Sinks: 82
[metrics] Peak supply drop: 0.433 mV
[metrics] largest net degree at the start of global routing: 35
[metrics] highest cell delay on the worst timing path: 0.53 ns
[metrics] setup total negative slack: 0 ns
[metrics] power share of the clock group: 0.247
[metrics] number of standard cells in the layout, taps in and fillers out: 393
[metrics] start point of the worst min-delay path: buf_out[1]$_DFFE_PP0P_
[metrics] IO buf count: 25
[metrics] Slew Limit Fails: 0
[metrics] share of synthesized area occupied by flip-flops and latches: 0.715
[metrics] Post-synth EDFFs: 64
[metrics] Yosys Chip Area: 3320 µm²
[metrics] RD Place Congestion: 0.741
[metrics] commonest cells after routing, fill and taps aside: edfxtp_1 (64), clkdlybuf4s50_1 (25), nand2_1 (19), dfrtp_1 (18), mux2i_1 (17)
[metrics] number of ports placed on the die boundary: 26
[metrics] cts-stage hold buffer count: 0
[metrics] family with the most delay on the worst path: simple AND/OR/NAND/NOR gates
[metrics] GRT Residual Overflow: 0
[metrics] Crit. End Element: flop
[metrics] first-pass GRT wire length: 10,100 µm
[metrics] final hold violation count: 0
[metrics] detailed-route vias per instance: 4.70
[metrics] Maximum Capacitance Violations: 0
[metrics] post-layout period usage of the worst path: 0.931
-- cell usage after synthesis, types with 2 or more instances --
library cell | number | area, µm²
xnor2_1 | 6 | 52.6
nand2b_1 | 3 | 18.8
ha_1 | 4 | 50.1
a21oi_1 | 3 | 15.0
o22ai_1 | 8 | 50.1
nor4_1 | 2 | 12.5
o21ai_1 | 8 | 40.0
dfrtp_1 | 18 | 450
nand2_1 | 19 | 71.3
edfxtp_1 | 64 | 1920
buf_1 | 2 | 7.51
nor3_1 | 5 | 25.0
nor2_1 | 4 | 15.0
mux2_2 | 16 | 180
buf_2 | 5 | 25.0
inv_1 | 2 | 7.51
a221o_1 | 8 | 80.1
mux2i_1 | 17 | 170
nor2b_1 | 2 | 12.5
-- flip-flops by register name, indices dropped and copies added, names as in the netlist --
signal,flops
rd_ptr,3
wr_ptr,3
buf_out,8
buf_mem,64
fifo_counter,4
-- worst min-delay path, stage by stage (launching register included) --
cell     delay, ns
dfrtp_1       0.35
nand2_1       0.05
o21ai_1       0.06
-- final cells by class --
| class | count | area [µm²] |
|---|---|---|
| inverter | 3 | 11.3 |
| clock buffer | 10 | 128 |
| multi-input combinational | 114 | 907 |
| tap | 140 | 175 |
| clock inverter | 6 | 115 |
| sequential | 82 | 2370 |
| timing repair buffer | 38 | 348 |
| fill | 984 | 6740 |
-- worst max-delay path by stage --
stage / depth (start not counted) / slack (ns) / end / from
4_1_cts: 8 / 0.19 / fifo_counter[3]$_DFFE_PP0P_ / fifo_counter[2]$_DFFE_PP0P_
6_report: 8 / 0.18 / fifo_counter[3]$_DFFE_PP0P_ / fifo_counter[2]$_DFFE_PP0P_
5_1_grt: 8 / 0.05 / fifo_counter[3]$_DFFE_PP0P_ / fifo_counter[2]$_DFFE_PP0P_
-- cells by family (layout without fill, tap and decap cells) --
group / after synthesis / in the layout / synth area share
AND/OR/NAND/NOR: 39 / 39 / 0.0588
multiplexers: 34 / 34 / 0.110
AND-OR/OR-AND: 29 / 29 / 0.0607
flip-flops: 82 / 82 / 0.715
adder cells (fa/ha/maj): 5 / 5 / 0.0211
XOR/XNOR: 7 / 7 / 0.0185
buffers and inverters: 11 / 57 / 0.0155
-- stage by stage --
step | instance area, µm² | hold slack (ns) | total power, W | util | setup WS [ns]
floorplan | 3320 | 0.431 | 0.00279 | - | 0.286
global placement | 3810 | 0.470 | 0.00334 | 0.353 | 0.193
detailed placement | 3810 | 0.475 | 0.00337 | 0.353 | 0.211
CTS | 4060 | 0.494 | 0.00446 | 0.376 | 0.188
global route | 4060 | 0.519 | 0.00470 | 0.376 | 0.0543
finish | 4060 | 0.484 | 0.00441 | 0.376 | 0.179
-- routing by layer --
layer  vias to the layer above  global-route usage
met5                         -                   0
met4                         0              0.0196
met3                        10              0.0577
met2                        67               0.183
met1                       898               0.181
li1                        872                   -
-- power by group through the flow --
stage	combinational (W)	sequential, W	clock, W
after global routing	0.00162	0.00191	0.00117
after CTS	0.00146	0.00188	0.00111
final	0.00144	0.00188	0.00109
Power is estimated from default activity; no workload was simulated.
